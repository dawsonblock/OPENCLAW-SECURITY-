### ./design.v
typedef logic [63:0] limb_t;
typedef limb_t [4:0] fe51_t;
typedef struct packed {
    fe51_t X;
    fe51_t Y;
    fe51_t Z;
    fe51_t T;
} point_ext_t;
module fe_mul51_core (
    input  wire        clk,
    input  wire        rst_n,
    input  wire        start,
    input  fe51_t      a,
    input  fe51_t      b,
    output reg         ready,
    output fe51_t      out
);
    localparam [63:0] LIMB_MASK = 64'h0007FFFFFFFFFFFF;  
    reg [127:0] acc [0:8];
    wire [2:0] sched_i, sched_j;
    reg  [4:0] step_cnt;
    localparam S_IDLE    = 3'd0,
               S_ACCUM   = 3'd1,
               S_FOLD    = 3'd2,
               S_CARRY1  = 3'd3,
               S_CARRY2  = 3'd4,
               S_DONE    = 3'd5;
    reg [2:0] state;
    mul_schedule_rom u_sched (
        .k(step_cnt),
        .i_out(sched_i),
        .j_out(sched_j)
    );
    reg [127:0] c [0:4];
    reg [127:0] carry;
    integer idx;
    always @(posedge clk or negedge rst_n) begin
        if (!rst_n) begin
            state    <= S_IDLE;
            ready    <= 1'b0;
            step_cnt <= 5'd0;
            for (idx = 0; idx < 9; idx = idx + 1) acc[idx] <= 128'd0;
            for (idx = 0; idx < 5; idx = idx + 1) begin
                c[idx]   <= 128'd0;
                out[idx] <= 64'd0;
            end
        end else begin
            case (state)
                S_IDLE: begin
                    ready <= 1'b0;
                    if (start) begin
                        step_cnt <= 5'd0;
                        for (idx = 0; idx < 9; idx = idx + 1) acc[idx] <= 128'd0;
                        state <= S_ACCUM;
                    end
                end
                S_ACCUM: begin
                    acc[sched_i + sched_j] <= acc[sched_i + sched_j] + (a[sched_i] * b[sched_j]);
                    if (step_cnt == 5'd24) begin
                        state <= S_FOLD;
                    end else begin
                        step_cnt <= step_cnt + 1'b1;
                    end
                end
                S_FOLD: begin
                    c[0] <= acc[0] + 128'd19 * acc[5];
                    c[1] <= acc[1] + 128'd19 * acc[6];
                    c[2] <= acc[2] + 128'd19 * acc[7];
                    c[3] <= acc[3] + 128'd19 * acc[8];
                    c[4] <= acc[4];  
                    state <= S_CARRY1;
                end
                S_CARRY1: begin
                    carry = c[0] >> 51; c[0] = c[0] & {64'd0, LIMB_MASK};
                    c[1] = c[1] + carry;
                    carry = c[1] >> 51; c[1] = c[1] & {64'd0, LIMB_MASK};
                    c[2] = c[2] + carry;
                    carry = c[2] >> 51; c[2] = c[2] & {64'd0, LIMB_MASK};
                    c[3] = c[3] + carry;
                    carry = c[3] >> 51; c[3] = c[3] & {64'd0, LIMB_MASK};
                    c[4] = c[4] + carry;
                    carry = c[4] >> 51; c[4] = c[4] & {64'd0, LIMB_MASK};
                    c[0] = c[0] + carry * 128'd19;
                    state <= S_CARRY2;
                end
                S_CARRY2: begin
                    carry = c[0] >> 51;
                    out[0] <= c[0][63:0] & LIMB_MASK;
                    c[1] = c[1] + carry;
                    carry = c[1] >> 51;
                    out[1] <= c[1][63:0] & LIMB_MASK;
                    c[2] = c[2] + carry;
                    carry = c[2] >> 51;
                    out[2] <= c[2][63:0] & LIMB_MASK;
                    c[3] = c[3] + carry;
                    carry = c[3] >> 51;
                    out[3] <= c[3][63:0] & LIMB_MASK;
                    c[4] = c[4] + carry;
                    out[4] <= c[4][63:0] & LIMB_MASK;
                    state <= S_DONE;
                end
                S_DONE: begin
                    ready <= 1'b1;
                    state <= S_IDLE;
                end
            endcase
        end
    end
endmodule
module mul_schedule_rom (
    input  wire [4:0] k,
    output reg  [2:0] i_out,
    output reg  [2:0] j_out
);
    always @(*) begin
        case (k)
            5'd0:  begin i_out = 0; j_out = 0; end
            5'd1:  begin i_out = 0; j_out = 1; end
            5'd2:  begin i_out = 0; j_out = 2; end
            5'd3:  begin i_out = 0; j_out = 3; end
            5'd4:  begin i_out = 0; j_out = 4; end
            5'd5:  begin i_out = 1; j_out = 0; end
            5'd6:  begin i_out = 1; j_out = 1; end
            5'd7:  begin i_out = 1; j_out = 2; end
            5'd8:  begin i_out = 1; j_out = 3; end
            5'd9:  begin i_out = 1; j_out = 4; end
            5'd10: begin i_out = 2; j_out = 0; end
            5'd11: begin i_out = 2; j_out = 1; end
            5'd12: begin i_out = 2; j_out = 2; end
            5'd13: begin i_out = 2; j_out = 3; end
            5'd14: begin i_out = 2; j_out = 4; end
            5'd15: begin i_out = 3; j_out = 0; end
            5'd16: begin i_out = 3; j_out = 1; end
            5'd17: begin i_out = 3; j_out = 2; end
            5'd18: begin i_out = 3; j_out = 3; end
            5'd19: begin i_out = 3; j_out = 4; end
            5'd20: begin i_out = 4; j_out = 0; end
            5'd21: begin i_out = 4; j_out = 1; end
            5'd22: begin i_out = 4; j_out = 2; end
            5'd23: begin i_out = 4; j_out = 3; end
            5'd24: begin i_out = 4; j_out = 4; end
            default: begin i_out = 0; j_out = 0; end
        endcase
    end
endmodule
### ./run.sh
#!/bin/bash
# OpenROAD 26Q1-2900-gdf79404cd8, Yosys 0.63+post, stock flow scripts
make -C /OpenROAD-flow-scripts/flow DESIGN_CONFIG=/design/flow/config.mk WORK_HOME=/design/flow/orfs finish
### ./config.mk
export PLATFORM = sky130hd
export DESIGN_NAME = fe_mul51_core
export DESIGN_NICKNAME = fe_mul51_core
export VERILOG_FILES = /design/flow/design.v
export SDC_FILE = /design/flow/constraint.sdc
export NUM_CORES = 4
export LEC_CHECK = 1
export CORE_UTILIZATION = 30
### ./constraint.sdc
current_design fe_mul51_core

set clk_period 121.2
set clk_io_pct 0.2

create_clock -name clk0 -period $clk_period [get_ports {clk}]

set non_clock_inputs [all_inputs -no_clocks]
set_input_delay [expr $clk_period * $clk_io_pct] -clock clk0 $non_clock_inputs
set_output_delay [expr $clk_period * $clk_io_pct] -clock clk0 [all_outputs]
==> results.txt <==
Status -> complete, no violations
Logic cell area -> 233,000 sq um
DP HPWL -> 1390 mm
Largest net degree at the start of global routing -> 168
Dpl cells -> 48,094
RSZ-0062 raised after global routing -> no
AND-OR/OR-AND share of the synthesized area -> 13.9%
Root Driver -> clkbuf_16
Latency at later pin -> 1.08 ns
Post-synthesis xor/xnor area fraction -> 3.57%
FF/Latch Area -> 51,500 sq um
Leading area contributor after synthesis -> fa_1
Synth Instances -> 34,516
Die Footprint -> 1,030,000 sq um
Main synth FF type -> dfrtp_1
Via count -> 262,345
Layout Cells excl Fill -> 48,907
Tool Warnings -> 77
Worst Tran Pin Value -> 1.41 ns
Yosys stat chip area -> 307,000 sq um
Count leader, synth -> nand2_1
Post-synth ARST share -> 100%
Post-Route WL -> 1640 mm
Tcrit/Tclk final -> 30.3%
Die Ht -> 1.01 mm
Setup TNS after final layout -> 0 ns
Drt drc -> 0
Total track usage -> 33.4%
Fp util -> 30.1%
CORE AREA -> 1,020,000 sq um
Hold WC Path Type -> reg2reg
Placer Congestion -> 1.06
Startpoint Class -> primary input
Post-CTS Setup Bufs -> 0
Synth Seq Share -> 16.8%
Num CTS Buffers -> 243
Number of global-route vias before repair -> 274,754
CTS tree -> built
H-tree levels -> 4
R2R Setup Slk -> 95.65 ns
AND/OR/NAND/NOR Cells, Area Fraction -> 13.7%
Worst Path Max Fanout -> 37
Min Tclk post-route -> 36.69 ns
Worst reg2reg startpoint -> c[0][51]
# port buffers -> 898
Layout cell share with drive strength beyond 1 -> 6.48%
Rel. slew slack -> 3.29%
CTS Hold Bufs -> 0
Top comb family, area -> adder cells
Max-Cap Viols -> 0
Worst-path clk slew -> 0.05 ns
Required time of the critical path -> 122.04 ns
Yosys Warn Count -> 4
Synth cell count leaders -> 6,247 x nand2_1, 5,053 x fa_1, 4,277 x inv_1
Kind of end point of the critical path -> register
Distinct lib cells -> 98
Worst Setup SP -> a[160]
Die span in x -> 1.01 mm
Synth-to-Final Area Change -> 12.6%
Initial antenna violation count -> 261
Final setup viols -> 0
Initial DRT Pass Iterations -> 8
Wire length of the first global-routing pass -> 2270 mm
Clk sinks -> 2,059
Wirelength per Cell -> 33.5 um
Post-CTS sizing -> 0
Crit path top cell by count -> fa_1
CP Capture Point -> acc[4][125]
Cell count in the Yosys report -> 34,516
Final hold vios -> 0
CP Class -> in2reg
Core Rows -> 371
RR Endpoint -> c[0][80]
DR vias/cell -> 5.36
Worst R2R Path Depth -> 78
Fmax -> 27.3 MHz
Top area cell types -> fa_1 33%, dfrtp_1 17%, ha_1 9.0%
Hold Path Origin -> state[4]
Remaining Overflow, GRT -> 0
#FFs+latches synth -> 2,059
Filler cell count -> 103,675
Fin. max-slew vios -> 0
Antenna Violating Nets Remaining -> 0
I/O pins -> 964
Layout Skew -> 0.101 ns
WP data arrival -> 37.53 ns
Max-area cell share -> 33.0%
Netlist Area Pre-Place -> 307,000 sq um
Number of enable flip-flop cells -> 0
WHS -> 0.468 ns
Mux share -> 2.10%
Mean post-synth cell area -> 8.89 sq um
Drt initial violations -> 17,855
Adder share -> 41.9%
Slowest stage delay, CP -> 0.86 ns
Crit-path slowest cell -> fa_1
Clock Path Buffers -> 4
-- cell families (layout without fill, tap and decap cells) --
logic type,count (synthesis),count (layout)
xor gates and xnor gates,1242,1242
other,1,427
DFF,2059,2059
and+or+nand+nor,10042,10042
muxes,612,612
adders and majority gates,7253,7253
AOI/OAI and AO/OA,6857,6857
buffers and inverters,6450,6801
-- cell usage in the layout (no fill, tap or decap), types with 56 or more instances in the layout --
| cell | count |
|---|---|
| nand2_1 | 6215 |
| fa_1 | 5053 |
| inv_1 | 4271 |
| o21ai_0 | 2420 |
| ha_1 | 2200 |
| dfrtp_1 | 2054 |
| nor2_1 | 1827 |
| a21oi_1 | 1488 |
| buf_4 | 1159 |
| clkdlybuf4s50_1 | 897 |
| a21o_1 | 769 |
| xnor2_1 | 722 |
| nand4_1 | 462 |
| xor2_1 | 439 |
| nand3_1 | 409 |
| mux2i_1 | 369 |
| diode_2 | 362 |
| o21bai_1 | 261 |
| a22oi_1 | 256 |
| mux2_2 | 243 |
| clkbuf_16 | 243 |
| and2_1 | 207 |
| nor3_1 | 200 |
| a31oi_1 | 180 |
| a221oi_1 | 174 |
| a22o_1 | 164 |
| and3_1 | 163 |
| nor2b_1 | 122 |
| o21a_1 | 122 |
| nand2b_1 | 112 |
| a211oi_1 | 110 |
| a221o_1 | 88 |
| o22ai_1 | 83 |
| o31ai_1 | 77 |
| o211ai_1 | 66 |
| a41oi_1 | 66 |
| conb_1 | 65 |
| a21boi_0 | 59 |
| xnor2_2 | 56 |
-- registers in the layout (all words and copies together), names as in the netlist --
name and count:
step_cnt 5, out 255, acc 1152, state 6, c 640, ready 1
-- routing by layer --
metal	global-route usage, %	vias up	routed length [um]
met5	2.74	-	4560
met4	21.0	172	139000
met3	20.3	2828	244000
met2	46.0	13237	676000
met1	39.5	133069	576000
li1	-	113039	-
-- metrics by stage --
| step | utilization (%) | worst slack [ns] | cell area [sq um] |
|---|---|---|---|
| after global placement | 32.9 | 83.38 | 336000 |
| after global routing | 33.9 | 84.06 | 345000 |
| after detailed placement | 32.9 | 83.44 | 336000 |
| after floorplan | - | 87.38 | 307000 |
| final | 33.9 | 84.51 | 346000 |
| after CTS | 33.8 | 84.48 | 345000 |
-- critical path: cells and delay by family --
family / cells / cell delay, ns
buf+inv: 7 / 1.80
simple gates: 5 / 1.82
compound gates: 9 / 2.99
xor+xnor: 1 / 0.46
fa+ha+maj: 11 / 6.00
-- how the worst min path moves through the flow --
stage,end,slack (ns),cells after the start
final,ready,0.47,1
after CTS,ready,0.48,1
after global routing,ready,0.49,1
-- layout make-up --
| cell class | count | share of cell area, % |
|---|---|---|
| diodes | 362 | 0.262 |
| clock buffers | 309 | 1.94 |
| clock inverters | 142 | 0.560 |
| inverters | 4278 | 4.65 |
| multi-input cells | 26071 | 67.5 |
| flip-flops and latches | 2059 | 14.9 |
| well taps | 13614 | 4.93 |
| repair buffers | 2072 | 5.21 |
