`design/flow/run.sh`:
```
#!/bin/bash
# OpenROAD 26Q1-2900-gdf79404cd8, Yosys 0.63+post, stock flow scripts
make -C /OpenROAD-flow-scripts/flow DESIGN_CONFIG=/design/flow/config.mk WORK_HOME=/design/flow/orfs finish
```
`design/flow/config.mk`:
```
export PLATFORM = sky130hd
export DESIGN_NAME = fe_encode
export DESIGN_NICKNAME = fe_encode
export VERILOG_FILES = /design/flow/design.v
export SDC_FILE = /design/flow/constraint.sdc
export NUM_CORES = 4
export LEC_CHECK = 1
export CORE_UTILIZATION = 40
```
`design/flow/constraint.sdc`:
```
current_design fe_encode

set clk_period 77.0
set clk_io_pct 0.2

create_clock -name clk0 -period $clk_period [get_ports {clk}]

set non_clock_inputs [all_inputs -no_clocks]
set_input_delay [expr $clk_period * $clk_io_pct] -clock clk0 $non_clock_inputs
set_output_delay [expr $clk_period * $clk_io_pct] -clock clk0 [all_outputs]
```
`design/flow/design.v`:
```
typedef logic [63:0] limb_t;
typedef limb_t [4:0] fe51_t;
typedef struct packed {
    fe51_t X;
    fe51_t Y;
    fe51_t Z;
    fe51_t T;
} point_ext_t;
module fe_encode (
    input  wire        clk,
    input  wire        rst_n,
    input  wire        start,
    input  fe51_t      y_in,        
    input  wire        x_sign,      
    output reg         ready,
    output reg [255:0] encoded
);
    wire [63:0] p [0:4];
    assign p[0] = 64'h7FFFFFFFFFFED;    
    assign p[1] = 64'h7FFFFFFFFFFFF;    
    assign p[2] = 64'h7FFFFFFFFFFFF;
    assign p[3] = 64'h7FFFFFFFFFFFF;
    assign p[4] = 64'h7FFFFFFFFFFFF;
    reg is_ge;
    reg [63:0] y_reduced [0:4];
    reg [63:0] mask;
    reg [63:0] borrow;
    localparam S_IDLE = 2'd0, S_REDUCE = 2'd1, S_PACK = 2'd2, S_DONE = 2'd3;
    reg [1:0] state;
    integer idx;
    always @(posedge clk or negedge rst_n) begin
        if (!rst_n) begin
            state   <= S_IDLE;
            ready   <= 1'b0;
            encoded <= 256'd0;
        end else begin
            case (state)
                S_IDLE: begin
                    ready <= 1'b0;
                    if (start) state <= S_REDUCE;
                end
                S_REDUCE: begin
                    borrow = 0;
                    for (idx = 0; idx < 5; idx = idx + 1) begin
                        {borrow, y_reduced[idx]} = {1'b0, y_in[idx]} - {1'b0, p[idx]} - borrow;
                        borrow = borrow[63];  
                    end
                    is_ge = ~borrow;
                    mask = {64{is_ge}};
                    for (idx = 0; idx < 5; idx = idx + 1) begin
                        y_reduced[idx] = (y_reduced[idx] & mask) | (y_in[idx] & ~mask);
                    end
                    state <= S_PACK;
                end
                S_PACK: begin
                    encoded[50:0]    <= y_reduced[0][50:0];
                    encoded[101:51]  <= y_reduced[1][50:0];
                    encoded[152:102] <= y_reduced[2][50:0];
                    encoded[203:153] <= y_reduced[3][50:0];
                    encoded[254:204] <= y_reduced[4][50:0];
                    encoded[255]     <= x_sign;
                    state <= S_DONE;
                end
                S_DONE: begin
                    ready <= 1'b1;
                    state <= S_IDLE;
                end
            endcase
        end
    end
endmodule
```
==> results.toml <==
# implementation run metrics
[global_route]
gr-usage-all-layers = 0.259
grtUsageMet1 = 0.378
antenna_found_initial = 45
grt_overflow_total = 0
top_usage_layer = "met2"
grt_first_pass_wirelength_um = 159000
met3_usage = 0.0773
use_met2 = 0.392
grt_max_degree = 104
grt_pass1_vias = 26600

[critical_path]
path_buffers = 5
crit_path_frequent_cell = "nand3_1"
reg2reg_setup_slack_ns = 73.80
start_kind = "input pin"
cp_slowest_cell = "or4_1"
cp_max_fo = 40
crit_required_ns = 77.36
rr_worst_depth = 4
cp.depth = 51
cp.arrival_ns = 29.15
cp_slowest_stage_delay_ns = 0.69
path_class = "in -> reg"
crit_family = "simple AND/OR/NAND/NOR gates"
end_kind = "register"

[logic_synthesis]
synthArstFlopShare = 0.506
synth_area_per_cell_um2 = 9.98
synth_flops = 516
syn-cell-area_mm2 = 0.0328
synth_top_flop_cell = "dfrtp_1"
synth_cell_types = 100
yosysSeqAreaShare = 0.433
yosys-stat-area_mm2 = 0.0328
edf_count = 255
yosys_cells = 3285
synth_cells = 3285
yosys_warnings = 2

[die]
fp.dieH_um = 288
chipArea_mm2 = 0.0831
die_w_um = 288
rows = 104
core_area_mm2 = 0.0808
ios = 581
fp-utilization = 0.406

[route]
vias_per_cell = 5.66
remaining_drc_errors = 0
drt_iter0_drc = 1842
wl_per_cell_um = 21.5
first_pass_iters = 29
drt_wl_total_um = 105000
postRouteAntennaNets = 0
vias = 27700

[pwr]
power.density_mw_per_mm2 = 24.0
peakVddDrop_v = 0.0000190
finalPower_mw = 0.996
p_leak_nw = 14.4

[sta]
setup_viol = 0
fin_worst_skew_ns = 0.0302
fmax_mhz = 34.7
worstMarginPinSlew_ns = 0.960
period_used_share = 0.374
maxSlewHeadroom = 0.354
tns_ns = 0
rsz0062_at_grt = "false"
layout_min_cycle_time_ns = 28.79
finalMaxSlewViolations = 0
finalHoldViolCount = 0

[placed_design]
gp_congestion = 0.935
port_buffers = 580
dp_hpwl_um = 77900
placed_area_mm2 = 0.0394

[final_layout]
fin_area_mm2 = 0.0415
layout_top_cell = "clkdlybuf4s50_1"
drive_above_1_share = 0.128
final_cell_mix = "clkdlybuf4s50_1 (579), nand2_1 (293), xnor2_1 (266)"
area_growth_pct = 26.5

[cts]
clock_path_buffers = 3
hold_buffers = 0
cts_resized = 0
cts.sinks = 516
cts_tree = "yes"
htree_levels = 2
path_clk_slew_ns = 0.06
numCtsBuffers = 61
clk_latency_ns = 0.64
cts-root-buf = "clkbuf_16"
post_cts_buffers = 0

[status]
run_status = "complete, no violations"

[worst_hold_path]
whs_path_depth = 0
hold_path_class = "reg -> reg"

[job]
tool_warnings = 28
maxCapViolCount = 0
-- layer usage --
| metal | wire length [um] | vias to the layer above |
|---|---|---|
| li1 | - | 13200 |
| met1 | 44800 | 13300 |
| met2 | 48100 | 907 |
| met3 | 9080 | 182 |
| met4 | 2930 | 46 |
| met5 | 295 | - |
-- layout make-up --
cell class	instances	area, um^2
antenna	21	52.6
clock buffer	86	1750
clock inverter	30	330
fill	7266	39300
inverter	38	143
multi-input combinational	2505	17500
sequential	516	14200
tap	1060	1330
timing repair buffer	635	6240
-- report_power, final --
group	leakage [nW]	switching [mW]	internal (mW)
clock	1.01	0.121	0.176
sequential	5.53	0.0474	0.379
combinational	7.87	0.0830	0.189
total	14.4	0.252	0.744
-- logic make-up after synthesis --
| group | Yosys count | share of synthesized area |
|---|---|---|
| AND/OR/NAND/NOR | 1424 | 0.240 |
| multiplexers | 298 | 0.101 |
| buffers and inverters | 264 | 0.0368 |
| adder cells (fa/ha/maj) | 14 | 0.00526 |
| flip-flops | 516 | 0.433 |
| AND-OR/OR-AND | 362 | 0.0753 |
| XOR/XNOR | 407 | 0.109 |
-- cells in the mapped netlist, types with 11 or more instances --
cell type / instances / area, um^2
nand2_1: 293 / 1100
xnor2_1: 266 / 2330
mux2_2: 265 / 2980
dfrtp_1: 260 / 6510
edfxtp_1: 255 / 7660
nor2_1: 203 / 762
nand3_1: 167 / 836
nand4_1: 144 / 901
xor2_1: 141 / 1230
clkbuf_1: 128 / 480
nor4_1: 112 / 701
nor3_1: 105 / 526
o21ai_0: 77 / 385
and3_1: 75 / 469
a21oi_1: 63 / 315
buf_2: 55 / 275
or3_1: 48 / 300
and4_1: 42 / 368
or4_1: 39 / 293
inv_1: 37 / 139
a31oi_1: 34 / 213
mux2i_1: 33 / 330
and2_1: 29 / 181
nand2b_1: 24 / 150
nor3b_1: 23 / 173
nor4b_1: 23 / 201
buf_4: 21 / 158
a211oi_1: 16 / 120
o31ai_1: 16 / 120
or2_2: 14 / 87.6
ha_1: 13 / 163
nor4_2: 13 / 163
a41oi_1: 11 / 96.3
-- state kept, by name, summed over array words and instances (netlist names) --
signal and cells:
encoded 256, ready 1, state 4, y_reduced 255
-- per-stage QoR --
stage	cells	setup slack [ns]	hold slack [ns]	util
finish	4891	48.21	0.356	0.514
detailed placement	4754	47.72	0.336	0.487
global route	4881	47.05	0.365	0.513
CTS	4870	48.32	0.359	0.513
floorplan	3285	34.55	0.331	-
global placement	4754	48.07	0.332	0.487
-- worst paths after layout --
path / startpoint / to
min in group asynchronous: rst_n / encoded[104]$_DFFE_PN0P_
worst max register to register: state[1]$_DFF_PN0_ / y_reduced[2][25]$_DFFE_PP_
max in group asynchronous: rst_n / encoded[58]$_DFFE_PN0P_
worst min-delay path: state[2]$_DFF_PN0_ / state[1]$_DFF_PN0_
worst min register to register: state[2]$_DFF_PN0_ / state[1]$_DFF_PN0_
worst max-delay path: y_in[9] / y_reduced[3][30]$_DFFE_PP_
Power and IR drop assume default switching activity.
